==> ./design.v <==
`timescale 1ns/1ps
module RegFile(clk, in, R1addr, R2addr, WRaddr, RegWrite, R1out, R2out);
input clk;
input [31:0] in;
input [4:0] R1addr, R2addr, WRaddr;
input RegWrite;
output [31:0] R1out, R2out;
reg [31:0] Regs [0:31];
always@(negedge clk) begin
  if(RegWrite == 1)  begin
      Regs[WRaddr] <= in;
  end
  Regs[0] <= 32'b0;
end
assign  R1out = Regs[R1addr];
assign  R2out = Regs[R2addr];
endmodule
==> ./run.sh <==
#!/bin/bash
# OpenROAD 26Q1-2900-gdf79404cd8, Yosys 0.63+post, stock flow scripts
make -C /OpenROAD-flow-scripts/flow DESIGN_CONFIG=/design/flow/config.mk WORK_HOME=/design/flow/orfs finish
==> ./config.mk <==
export PLATFORM = sky130hd
export DESIGN_NAME = RegFile
export DESIGN_NICKNAME = RegFile
export VERILOG_FILES = /design/flow/design.v
export SDC_FILE = /design/flow/constraint.sdc
export NUM_CORES = 4
export LEC_CHECK = 1
export CORE_UTILIZATION = 40
==> ./constraint.sdc <==
current_design RegFile

set clk_period 8.1
set clk_io_pct 0.2

create_clock -name clk0 -period $clk_period [get_ports {clk}]

set non_clock_inputs [all_inputs -no_clocks]
set_input_delay [expr $clk_period * $clk_io_pct] -clock clk0 $non_clock_inputs
set_output_delay [expr $clk_period * $clk_io_pct] -clock clk0 [all_outputs]
==> results.cfg <==
; generated from flow reports
[cells_and_area]
largest_reg_flops = 992
lay_top_count = inv_1
layoutNonFillerInstCount = 5230
fillerInstances = 8746
areaGrowthSynthToFinish_pct = 26.8
drive_gt1_frac = 0.276
reg_top3 = Regs (992)
fin_util = 0.511
lay_top_cells = inv_1, edfxtp_1, mux4_2
largest-register = Regs

[clock_network]
htree_levels = 3
cts_tree = done
numClockSinks = 992
numCtsBuffers = 108
clockRootBuffer = clkbuf_16
ctsHoldBuffers = 0
cts.clk_slew.worst_paths_ns = 0.03
cts_buffer_depth = 3

[setup_path]
crit_chain = buf_4, mux4_2, a22o_1, o21ai_2, o31ai_2, buf_4, buf_2
critPathLaunchType = flip-flop
worstSetupEndpointType = output pin
path_class = flip-flop to output pin
cpMostUsedCell = buf_4
slowest_delay_ns = 0.46
crit_arrival_ns = 6.64
worstPathMaxFanout = 2
worstPathRequired_ns = 6.48
cp_slowest_cell = mux4_2

[die]
dieHeight_um = 342
ios = 113
die_x_um = 342
dieArea_um2 = 117000
core_um2 = 114000
initCoreUtil = 0.403
row_count = 124

[job]
warnings = 1019
cap_violations = 0

[pwr]
ir_drop_uv = 204
p_total_mw = 14.1
power.density_nw_per_um2 = 241
power_leakage_nw = 23.1

[global_routing]
grt_overflow_total = 0
grtUsageTotal = 0.283
grt_pass1_wl_mm = 216
grt_max_degree = 83
antenna_found_initial = 4
grt_pass1_vias = 35500

[synthesis]
top_cell_area_share = 0.646
synth_cell_type_count = 26
yosysCellCount = 2448
postSynthAreaPerCell_um2 = 18.8
synth_seq_share = 0.646
yosysWarnings = 1
ys_area_um2 = 46100
mappedNetlistArea_um2 = 46100
netlist_instances = 2448
ys_seq_elements = 992
yosys.area.top_type = edfxtp_1
topCellsByArea = edfxtp_1, mux4_2, a22o_1, mux2i_1, mux2_2

[sta]
hold_slack_ns = 3.99
rsz0062_at_grt = true
final-hold-violation-count = 0
slew_headroom = 0.215
setup_ws_ns = -0.156
worst_pin_slew_ns = 1.18
finalSetupViolations = 6
finalMaxSlewViolations = 0

[routing]
drc = 0
post_drt_wl_per_cell_um = 28.6
drt_wl_total_mm = 150
drt-pass1-iter-count = 7
ant_nets = 0
antennaDiodeCount = 0
num_vias = 30400
first_iter_violations = 1814
viasPerCell = 5.81

[placement]
dp.cells = 4024
dp_hpwl_mm = 84.1
gp_congestion = 0.916
io_buffers = 112

[worst_hold_path]
hp-class = primary input to output pin

[outcome]
violations = negative setup slack
status = finished, violations left
-- cells by family (layout without fill, tap and decap cells) --
family / after synthesis / after routing / share of synthesized area
simple gates: 186 / 186 / 0.0200
flops: 992 / 992 / 0.646
mux: 608 / 608 / 0.238
compound gates: 448 / 448 / 0.0729
buf+inv: 214 / 1484 / 0.0233
-- cells in the mapped netlist, drive strengths merged --
master,number
nand3,2
nand2,67
inv,3
and2,34
nor2,34
or3,1
a211oi,64
buf,95
clkbuf,116
mux4,384
o21ai,64
nor2b,6
o31ai,64
a22o,192
edfxtp,992
mux2i,160
and3,32
mux2,64
nand3b,5
o22ai,64
or3b,3
nand2b,2
-- metal layers --
layer / track usage / vias up / part of all wire
met3: 0.246 / 367 / 0.17
met2: 0.407 / 2399 / 0.48
met1: 0.286 / 14700 / 0.30
met5: 0.0421 / - / 0.0037
li1: - / 12900 / -
met4: 0.122 / 18 / 0.036
-- worst max-delay path, delay by kind of cell, from the launching register on --
family / cells / cell delay, ns
AOI/OAI and AO/OA: 3 / 0.56
buffers and inverters: 3 / 0.49
DFF: 1 / 0.38
muxes: 1 / 0.46
-- report_power, final --
part           leakage, nW  internal [mW]  switching (mW)
registers             8.94           5.76          0.0258
clock network         7.18           3.86            3.31
logic                 6.97          0.466           0.659
-- repair_timing --
item | 4_1_cts | 5_1_grt
resized | 294 | 55
gates cloned | 0 | 0
pin swaps | 63 | 46
setup endpoints to repair | 64 | 49
buffers inserted | 11 | 6
-- cell type report --
type | count | area (µm²) | share of cell area
flip-flops and latches | 992 | 29800 | 0.509
multi-input cells | 1242 | 16400 | 0.281
clock inverters | 1087 | 4890 | 0.0836
repair buffers | 287 | 2780 | 0.0475
clock buffers | 108 | 2700 | 0.0462
well taps | 1512 | 1890 | 0.0323
inverters | 2 | 7.51 | 0.000128
-- final timing paths --
path                    startpoint         to  slack [ns]  cells past startpoint
worst min-delay path     R2addr[4]  R2out[14]        3.99                      4
worst max-delay path  Regs[31][16]  R2out[16]       -0.16                      7
-- through the flow --
stage | worst slack (ns) | cell area [µm²] | TNS (ns)
finish | -0.156 | 58500 | -0.400
global route | -0.221 | 58500 | -1.45
CTS | -0.176 | 58400 | -0.901
detailed placement | 0.229 | 50100 | 0
global placement | 0.245 | 50100 | 0
floorplan | 0.0110 | 46100 | 0
Power is estimated from default activity; no workload was simulated.
