<file path="/design/flow/design.v">
module IDEX_Reg(WBin,  Min,  EXin,  R1DATin, R2DATin,  SEin,  Rtin,
		Rdin, Rsin, WBout, Mout, EXout, R1DATout, R2DATout,
		SEout, Rtout, Rdout, Rsout, clk, rst);
output [31:0] R1DATout, R2DATout,  SEout;
output [4:0] Rtout, Rdout, Rsout;
output [1:0] WBout;
output [1:0] Mout;
output [3:0] EXout;
input [31:0] R1DATin, R2DATin, SEin;
input [4:0] Rtin, Rdin, Rsin;
input [1:0] WBin;
input [1:0] Min;
input [3:0] EXin;
input clk, rst;
reg [118:0] state;
always @(posedge clk) begin
  if (rst == 1'b1)begin
    state <= 119'b0;
  end
  else begin
    state <= {WBin,  Min,  EXin,  R1DATin, R2DATin,  SEin,  Rtin, Rdin, Rsin};
  end
end  
assign {WBout, Mout, EXout, R1DATout, R2DATout, SEout, Rtout, Rdout, Rsout} = state;
endmodule
</file>
<file path="/design/flow/run.sh">
#!/bin/bash
# OpenROAD 26Q1-2900-gdf79404cd8, Yosys 0.63+post, stock flow scripts
make -C /OpenROAD-flow-scripts/flow DESIGN_CONFIG=/design/flow/config.mk WORK_HOME=/design/flow/orfs finish
</file>
<file path="/design/flow/config.mk">
export PLATFORM = sky130hd
export DESIGN_NAME = IDEX_Reg
export DESIGN_NICKNAME = IDEX_Reg
export VERILOG_FILES = /design/flow/design.v
export SDC_FILE = /design/flow/constraint.sdc
export NUM_CORES = 4
export LEC_CHECK = 1
export CORE_AREA = 10 10 147 147
export DIE_AREA = 0 0 157 157
</file>
<file path="/design/flow/constraint.sdc">
current_design IDEX_Reg

set clk_period 1.0
set clk_io_pct 0.2

create_clock -name clk0 -period $clk_period [get_ports {clk}]

set non_clock_inputs [all_inputs -no_clocks]
set_input_delay [expr $clk_period * $clk_io_pct] -clock clk0 $non_clock_inputs
set_output_delay [expr $clk_period * $clk_io_pct] -clock clk0 [all_outputs]
</file>
==> impl_metrics.prom <==
# HELP chip_impl_metric Metrics from one implementation run
# TYPE chip_impl_metric gauge
chip_impl_info{name="outcome",value="complete, but fails checks"} 1
chip_impl_info{name="violations",value="setup timing"} 1
chip_impl_info{name="worstSetupEndpoint",value="R1DATout[19]"} 1
chip_impl_info{name="worst_setup_path_startpoint",value="state[98]"} 1
chip_impl_metric{name="synth-simple-area-share",unit="%"} 23.1
chip_impl_info{name="rsz0062_at_grt",value="true"} 1
chip_impl_metric{name="cts_max_level",unit=""} 4
chip_impl_metric{name="finalWeightedCongestion",unit=""} 0.770
chip_impl_metric{name="grt_pass1_wl",unit="mm"} 16.4
chip_impl_metric{name="worst-slew-pin-transition",unit="ns"} 0.281
chip_impl_metric{name="route.layer.met1.wl",unit="mm"} 4.59
chip_impl_metric{name="min_path_cells",unit=""} 3
chip_impl_info{name="mostFrequentLayoutCells",value="sky130_fd_sc_hd__nor2b_1 (119), sky130_fd_sc_hd__clkdlybuf4s50_1 (119), sky130_fd_sc_hd__buf_2 (111)"} 1
chip_impl_metric{name="ys_cells",unit=""} 251
chip_impl_metric{name="route.detailed.wl_per_inst",unit="um"} 14.9
chip_impl_metric{name="power.ir.vdd_worst",unit="V"} 0.00112
chip_impl_metric{name="clock_sinks",unit=""} 119
chip_impl_metric{name="met2RoutedLength",unit="mm"} 4.52
chip_impl_metric{name="worstPathBufferInverterCount",unit=""} 1
chip_impl_metric{name="wl_met3",unit="mm"} 1.92
chip_impl_metric{name="fmax",unit="MHz"} 927
chip_impl_info{name="worstSetupEndpointType",value="output port"} 1
chip_impl_metric{name="crit_arrival",unit="ns"} 0.88
chip_impl_metric{name="synth_compound_gate_area_share",unit="%"} 0
chip_impl_metric{name="ys.warnings.count",unit=""} 1
chip_impl_metric{name="wirelength",unit="mm"} 11.2
chip_impl_metric{name="syn2layout_area_growth",unit="%"} 88.0
chip_impl_metric{name="coreArea",unit="sq mm"} 0.0186
chip_impl_metric{name="hold_ws",unit="ns"} 0.162
chip_impl_metric{name="via_count",unit=""} 2535
chip_impl_metric{name="num_antenna_cells",unit=""} 0
chip_impl_metric{name="clock_transition_time_at_the_flip_flop_clock_pins_of_the_worst_setup_and_hold_paths",unit="ns"} 0.06
chip_impl_metric{name="layout_setup_ws",unit="ns"} -0.0791
chip_impl_metric{name="max_cap_violations",unit=""} 0
chip_impl_info{name="critical-path-slowest-cell",value="sky130_fd_sc_hd__dfxtp_4"} 1
chip_impl_metric{name="relSlewSlack",unit="%"} 81.2
chip_impl_metric{name="finalClockPeriodUsage",unit="%"} 108
chip_impl_info{name="top_register",value="state"} 1
chip_impl_metric{name="layout-drive-gt1-share",unit="%"} 34.7
chip_impl_info{name="cts.root.buffer_cell",value="sky130_fd_sc_hd__clkbuf_16"} 1
chip_impl_metric{name="synth_seq_share",unit="%"} 74.0
chip_impl_metric{name="routed_via_density",unit=""} 3.37
chip_impl_metric{name="yosys-mux-area-fraction",unit="%"} 0
chip_impl_metric{name="maxSlewViolCount",unit=""} 0
chip_impl_metric{name="timing.critical_path.depth",unit=""} 1
chip_impl_metric{name="grt_start_max_net_pins",unit=""} 62
chip_impl_metric{name="drt.antenna.violating_nets",unit=""} 0
chip_impl_metric{name="gr-usage-all-layers",unit="%"} 8.77
chip_impl_metric{name="setup_viol",unit=""} 56
chip_impl_metric{name="netlist_area_before_placement",unit="sq mm"} 0.00322
chip_impl_metric{name="worstPathRequired",unit="ns"} 0.80
chip_impl_metric{name="largest_reg_flops",unit=""} 119
chip_impl_metric{name="synth_flop_count",unit=""} 119
chip_impl_metric{name="drcViolationCount",unit=""} 0
chip_impl_metric{name="period_minus_slack",unit="ns"} 1.08
chip_impl_info{name="largestRegisters",value="state x119"} 1
chip_impl_info{name="cp_top_family",value="flip-flops"} 1
chip_impl_metric{name="yosys.area_share.adder",unit="%"} 0
chip_impl_metric{name="post_synthesis_mean_instance_area",unit="sq um"} 12.8
chip_impl_metric{name="i_o_buffers",unit=""} 239
chip_impl_info{name="start_kind",value="register"} 1
chip_impl_metric{name="log.warning_count",unit=""} 27
chip_impl_metric{name="die-width",unit="um"} 157
chip_impl_info{name="criticalPathCategory",value="reg -> out"} 1
chip_impl_metric{name="critPathMaxFanout",unit=""} 1
chip_impl_metric{name="dp.final_hpwl",unit="mm"} 8.96
chip_impl_metric{name="die_h",unit="um"} 157
chip_impl_metric{name="count_of_cell_types_in_the_netlist",unit=""} 5
chip_impl_metric{name="xor_area_share",unit="%"} 0
chip_impl_metric{name="final.fill_count",unit=""} 1858
chip_impl_metric{name="cts_hold_buf",unit=""} 0
chip_impl_metric{name="setup_total_negative_slack",unit="ns"} -0.811
chip_impl_metric{name="power.static_leakage",unit="nW"} 2.68
chip_impl_metric{name="power_density",unit="mW/mm^2"} 2090
chip_impl_metric{name="fp.dieArea",unit="sq mm"} 0.0246
chip_impl_metric{name="multi_input_comb_area",unit="sq um"} 744
chip_impl_metric{name="dr.first_iter.drc_count",unit=""} 35
chip_impl_metric{name="grt_antenna_before_repair",unit=""} 1
chip_impl_info{name="maxUsedRoutingLayer",value="met5"} 1
chip_impl_metric{name="grt-ovfl-total",unit=""} 0
chip_impl_metric{name="slowest_delay",unit="ns"} 0.36
chip_impl_info{name="tritoncts",value="yes"} 1
chip_impl_metric{name="final-hold-violation-count",unit=""} 0
chip_impl_metric{name="floorplan.initialDensity",unit="%"} 17.3
chip_impl_metric{name="area.sequential",unit="sq mm"} 0.00242
chip_impl_metric{name="total_cts_buffers",unit=""} 17
chip_impl_info{name="netlist_logic_family_top",value="simple AND/OR/NAND/NOR gates"} 1
chip_impl_metric{name="boundaryPins",unit=""} 240
chip_impl_info{name="worst_hold_path_type",value="in -> reg"} 1
chip_impl_metric{name="dr.pass1.iters",unit=""} 3
chip_impl_metric{name="number_of_buffers_added_for_setup_after_cts",unit=""} 0
chip_impl_metric{name="cts_buffer_depth",unit=""} 2
chip_impl_metric{name="placementRows",unit=""} 50
chip_impl_info{name="critical_path.cell_chain",value="buf_6"} 1
chip_impl_metric{name="synthCells",unit=""} 251
chip_impl_metric{name="number_of_global_route_vias_before_repair",unit=""} 2748
chip_impl_metric{name="synth_chip_area",unit="sq mm"} 0.00322
-- cells by family after synthesis --
kind of cell | Yosys count
flip-flops | 119
buffers and inverters | 13
AND/OR/NAND/NOR | 119
-- stage by stage --
step | instances | setup WS, ns | power, W | cell area [sq um] | utilization (%)
after detailed placement | 721 | -0.176 | 0.00640 | 5920 | 31.9
after global routing | 752 | -0.123 | 0.0132 | 6050 | 32.6
final | 752 | -0.0791 | 0.0126 | 6050 | 32.6
after global placement | 721 | -0.190 | 0.00640 | 5920 | 31.9
after floorplan | 251 | 0.325 | 0.00533 | 3220 | -
after CTS | 752 | -0.119 | 0.0128 | 6010 | 32.3
-- where the power goes --
part,leakage (nW),total [W],switching [W],internal [W]
registers,0.999,0.00507,0.0000683,0.00500
logic,1.37,0.000979,0.000245,0.000734
clock network,0.310,0.00658,0.00205,0.00452
total,2.68,0.0126,0.00236,0.0103
-- metal layers --
| layer | vias to the layer above | GRT usage [%] |
|---|---|---|
| met5 | - | 0 |
| met4 | 2 | 1.21 |
| met3 | 14 | 6.76 |
| met2 | 164 | 12.3 |
| met1 | 1092 | 10.7 |
| li1 | 1263 | - |
-- cell type report --
type                    instances  area share [%]
flip-flops and latches        119            40.0
repair buffers                249            32.3
multi-input cells             119            12.3
clock buffers                  22            7.67
well taps                     234            4.84
clock inverters                 9            2.85
-- cell usage after synthesis --
cell	n	area [sq um]
sky130_fd_sc_hd__dfxtp_1	119	2380
sky130_fd_sc_hd__buf_4	9	67.6
sky130_fd_sc_hd__buf_2	3	15.0
sky130_fd_sc_hd__buf_6	1	11.3
sky130_fd_sc_hd__nor2b_1	119	744
-- worst min path at each step --
stage,start,slack [ns],to
finish,rst,0.16,state[4]
global route,rst,0.15,state[114]
CTS,rst,0.15,state[114]
-- worst min-delay path: cells and delay by family --
family / cells / cell delay [ns]
simple gates: 1 / 0.05
buf+inv: 2 / 0.27
-- what timing repair did --
action / CTS / global route
endpoints found under the setup margin: 119 / 119
gates resized: 403 / 10
gates cloned: 0 / 0
No activity file was given, so power comes from the tool's default toggle rates.
